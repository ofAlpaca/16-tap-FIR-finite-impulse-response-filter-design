==> flow/design.v <==
module adder(sum, a, b, c, d);
	parameter bitwidth = 14;
	input signed[bitwidth - 1:0]a, b, c, d;
	output signed[bitwidth + 1:0]sum;
	assign sum = a + b + c + d;
endmodule
module counter (clk, rst, count_flag, in_st, dout, out_st);
  input  clk, rst, in_st;
  output [4:0]  dout;
  output count_flag, out_st;
  reg count_flag, out_st;
  reg [4:0]     dout;
  always@(posedge clk or negedge rst)     
      if (!rst)
         count_flag<=1'b0;
      else if (in_st)
         count_flag<=1'b1;
      else if (dout==5'd31)
         count_flag<=1'b0;
      else
         count_flag<=count_flag;
  always@(posedge clk or negedge rst)  
      if (!rst)
         dout<=5'd0;
      else if (in_st)
         dout<=5'd0;
      else if (dout==5'd31)
         dout<=5'd0;
      else if (count_flag)
         dout<=dout+1'b1;
      else
         dout<=dout;
  always@(posedge clk)
	  if(dout==5'd18)
		 out_st<=1'b1;
	  else
		 out_st<=1'b0;
endmodule
module dff(out_a, in_a, clk);
	parameter bitwidth = 8;
	input signed[bitwidth - 1:0]in_a;
	input clk;
	output signed[bitwidth - 1:0]out_a;
	reg signed[bitwidth - 1:0]out_a;
	always@(posedge clk)
		out_a <= in_a;
 endmodule
module mul(out, in_c, in_a);
	input signed[7:0] in_a, in_c;
	output signed[13:0] out;
	wire signed[15:0]sum;
	assign sum = in_a * in_c;
	assign out = sum[15:2];
endmodule
module rom(out, cs, address, clk);
	input cs, clk;
	input [4:0]address;
	output [7:0]out;
	reg [7:0]out;
	reg [7:0]a[0:31];
	always@(posedge clk) begin
			case(address)
				5'd0: a[0] = 8'b0_1110011;
				5'd1: a[1] = 8'b0_0110100;
				5'd2: a[2] = 8'b0_1110100;
				5'd3: a[3] = 8'b0_0011001;
				5'd4: a[4] = 8'b0_1010111;
				5'd5: a[5] = 8'b1_1110001;
				5'd6: a[6] = 8'b0_1010110;
				5'd7: a[7] = 8'b0_0000100;
				5'd8: a[8] = 8'b1_0000101;
				5'd9: a[9] = 8'b1_1100000;
				5'd10: a[10] = 8'b0_1100110;
				5'd11: a[11] = 8'b1_1101101;
				5'd12: a[12] = 8'b1_0110011;
				5'd13: a[13] = 8'b1_1001101;
				5'd14: a[14] = 8'b0_0001001;
				5'd15: a[15] = 8'b0_1101001;
				5'd16: a[16] = 8'b0_0000110;
				5'd17: a[17] = 8'b1_1001110;
				5'd18: a[18] = 8'b1_0001000;
				5'd19: a[19] = 8'b0_0110111;
				5'd20: a[20] = 8'b0_1000100;
				5'd21: a[21] = 8'b1_0001111;
				5'd22: a[22] = 8'b0_0100000;
				5'd23: a[23] = 8'b1_1000011;
				5'd24: a[24] = 8'b1_1001111;
				5'd25: a[25] = 8'b0_0000101;
				5'd26: a[26] = 8'b1_1101000;
				5'd27: a[27] = 8'b0_1100100;
				5'd28: a[28] = 8'b0_0010010;
				5'd29: a[29] = 8'b0_0010001;
				5'd30: a[30] = 8'b1_1100100;
				5'd31: a[31] = 8'b0_0110001;
			endcase
		if(cs)
			out = a[address];
		else
			out = 8'bxxxxxxxx;
	end
endmodule
module total_fir(total_out, Out_st, In_st, rst, clk);
	input clk, rst, In_st;
	output signed[15:0]total_out;
	output Out_st;
	wire [4:0]count;
	wire cs;
	wire signed[7:0]c0 = 8'b0_0010001;
	wire signed[7:0]c1 = 8'b1_1010111;
	wire signed[7:0]c2 = 8'b0_0011000;
	wire signed[7:0]c3 = 8'b1_1000110;
	wire signed[7:0]c4 = 8'b1_0001100;
	wire signed[7:0]c5 = 8'b0_1010110;
	wire signed[7:0]c6 = 8'b1_0011010;
	wire signed[7:0]c7 = 8'b0_0111010;
	wire signed[7:0]c8 = 8'b1_1110000;
	wire signed[7:0]c9 = 8'b0_1111111;
	wire signed[7:0]c10 = 8'b0_0001111;
	wire signed[7:0]c11 = 8'b1_1110111;
	wire signed[7:0]c12 = 8'b1_1101011;
	wire signed[7:0]c13 = 8'b1_0110110;
	wire signed[7:0]c14 = 8'b1_0111100;
	wire signed[7:0]c15 = 8'b1_1010000;
	wire signed[7:0]in_a;
	wire signed[7:0]d1_eigh_out, d2_eigh_out, d3_eigh_out, d4_eigh_out, d5_eigh_out, d6_eigh_out,
					d7_eigh_out, d8_eigh_out, d9_eigh_out, d10_eigh_out, d11_eigh_out, d12_eigh_out,
					d13_eigh_out, d14_eigh_out, d15_eigh_out, d16_eigh_out;
	wire signed[13:0]m1_out, m2_out, m3_out, m4_out, m5_out, m6_out, m7_out, m8_out, m9_out, m10_out,
					m11_out, m12_out, m13_out, m14_out, m15_out, m16_out; 
	wire signed[13:0]d1_fort_out, d2_fort_out, d3_fort_out,  d4_fort_out, d5_fort_out, d6_fort_out,
					d7_fort_out, d8_fort_out, d9_fort_out, d10_fort_out, d11_fort_out, d12_fort_out,
					d13_fort_out, d14_fort_out, d15_fort_out, d16_fort_out;
	wire signed[15:0]a1_out, a2_out, a3_out, a4_out;
	wire signed[15:0]d1_sixt_out, d2_sixt_out, d3_sixt_out, d4_sixt_out;
	wire signed[17:0]total_tmp, a5_out;
	rom rom_A( .out(in_a), .cs(cs), .address(count), .clk(clk) );
	counter In_counter( .dout(count), .out_st(Out_st), .count_flag(cs), .in_st(In_st), .clk(clk), .rst(rst) );
	dff #(8) dff_1_eigh( .out_a(d1_eigh_out), .in_a(in_a), .clk(clk) );
	mul mul_1( .out(m1_out), .in_c(c15), .in_a(d1_eigh_out) );
	dff #(14) dff_1_fort( .out_a(d1_fort_out), .in_a(m1_out), .clk(clk) );
	dff #(8) dff_2_eigh( .out_a(d2_eigh_out), .in_a(d1_eigh_out), .clk(clk) );
	mul mul_2( .out(m2_out), .in_c(c14), .in_a(d2_eigh_out) );
	dff #(14) dff_2_fort( .out_a(d2_fort_out), .in_a(m2_out), .clk(clk) );
	dff #(8) dff_3_eigh( .out_a(d3_eigh_out), .in_a(d2_eigh_out), .clk(clk) );
	mul mul_3( .out(m3_out), .in_c(c13), .in_a(d3_eigh_out) );
	dff #(14) dff_3_fort( .out_a(d3_fort_out), .in_a(m3_out), .clk(clk) );
	dff #(8) dff_4_eigh( .out_a(d4_eigh_out), .in_a(d3_eigh_out), .clk(clk) );
	mul mul_4( .out(m4_out), .in_c(c12), .in_a(d4_eigh_out) );
	dff #(14) dff_4_fort( .out_a(d4_fort_out), .in_a(m4_out), .clk(clk) );
	adder #(14) adder_1( .sum(a1_out), .a(d1_fort_out), .b(d2_fort_out), .c(d3_fort_out), .d(d4_fort_out) );
	dff #(16) dff_1_sixt( .out_a(d1_sixt_out), .in_a(a1_out), .clk(clk) );
	dff #(8) dff_5_eigh( .out_a(d5_eigh_out), .in_a(d4_eigh_out), .clk(clk) );
	mul mul_5( .out(m5_out), .in_c(c11), .in_a(d5_eigh_out) );
	dff #(14) dff_5_fort( .out_a(d5_fort_out), .in_a(m5_out), .clk(clk) );
	dff #(8) dff_6_eigh( .out_a(d6_eigh_out), .in_a(d5_eigh_out), .clk(clk) );
	mul mul_6( .out(m6_out), .in_c(c10), .in_a(d6_eigh_out) );
	dff #(14) dff_6_fort( .out_a(d6_fort_out), .in_a(m6_out), .clk(clk) );
	dff #(8) dff_7_eigh( .out_a(d7_eigh_out), .in_a(d6_eigh_out), .clk(clk) );
	mul mul_7( .out(m7_out), .in_c(c9), .in_a(d7_eigh_out) );
	dff #(14) dff_7_fort( .out_a(d7_fort_out), .in_a(m7_out), .clk(clk) );
	dff #(8) dff_8_eigh( .out_a(d8_eigh_out), .in_a(d7_eigh_out), .clk(clk) );
	mul mul_8( .out(m8_out), .in_c(c8), .in_a(d8_eigh_out) );
	dff #(14) dff_8_fort( .out_a(d8_fort_out), .in_a(m8_out), .clk(clk) );
	adder #(14) adder_2( .sum(a2_out), .a(d5_fort_out), .b(d6_fort_out), .c(d7_fort_out), .d(d8_fort_out) );
	dff #(16) dff_2_sixt( .out_a(d2_sixt_out), .in_a(a2_out), .clk(clk) );
	dff #(8) dff_9_eigh( .out_a(d9_eigh_out), .in_a(d8_eigh_out), .clk(clk) );
	mul mul_9( .out(m9_out), .in_c(c7), .in_a(d9_eigh_out) );
	dff #(14) dff_9_fort( .out_a(d9_fort_out), .in_a(m9_out), .clk(clk) );
	dff #(8) dff_10_eigh( .out_a(d10_eigh_out), .in_a(d9_eigh_out), .clk(clk) );
	mul mul_10( .out(m10_out), .in_c(c6), .in_a(d10_eigh_out) );
	dff #(14) dff_10_fort( .out_a(d10_fort_out), .in_a(m10_out), .clk(clk) );
	dff #(8) dff_11_eigh( .out_a(d11_eigh_out), .in_a(d10_eigh_out), .clk(clk) );
	mul mul_11( .out(m11_out), .in_c(c5), .in_a(d11_eigh_out) );
	dff #(14) dff_11_fort( .out_a(d11_fort_out), .in_a(m11_out), .clk(clk) );
	dff #(8) dff_12_eigh( .out_a(d12_eigh_out), .in_a(d11_eigh_out), .clk(clk) );
	mul mul_12( .out(m12_out), .in_c(c4), .in_a(d12_eigh_out) );
	dff #(14) dff_12_fort( .out_a(d12_fort_out), .in_a(m12_out), .clk(clk) );
	adder #(14) adder_3( .sum(a3_out), .a(d9_fort_out), .b(d10_fort_out), .c(d11_fort_out), .d(d12_fort_out) );
	dff #(16) dff_3_sixt( .out_a(d3_sixt_out), .in_a(a3_out), .clk(clk) );
	dff #(8) dff_13_eigh( .out_a(d13_eigh_out), .in_a(d12_eigh_out), .clk(clk) );
	mul mul_13( .out(m13_out), .in_c(c3), .in_a(d13_eigh_out) );
	dff #(14) dff_13_fort( .out_a(d13_fort_out), .in_a(m13_out), .clk(clk) );
	dff #(8) dff_14_eigh( .out_a(d14_eigh_out), .in_a(d13_eigh_out), .clk(clk) );
	mul mul_14( .out(m14_out), .in_c(c2), .in_a(d14_eigh_out) );
	dff #(14) dff_14_fort( .out_a(d14_fort_out), .in_a(m14_out), .clk(clk) );
	dff #(8) dff_15_eigh( .out_a(d15_eigh_out), .in_a(d14_eigh_out), .clk(clk) );
	mul mul_15( .out(m15_out), .in_c(c1), .in_a(d15_eigh_out) );
	dff #(14) dff_15_fort( .out_a(d15_fort_out), .in_a(m15_out), .clk(clk) );
	dff #(8) dff_16_eigh( .out_a(d16_eigh_out), .in_a(d15_eigh_out), .clk(clk) );
	mul mul_16( .out(m16_out), .in_c(c0), .in_a(d16_eigh_out) );
	dff #(14) dff_16_fort( .out_a(d16_fort_out), .in_a(m16_out), .clk(clk) );
	adder #(14) adder_4( .sum(a4_out), .a(d13_fort_out), .b(d14_fort_out), .c(d15_fort_out), .d(d16_fort_out) );
	dff #(16) dff_4_sixt( .out_a(d4_sixt_out), .in_a(a4_out), .clk(clk) );
	adder #(16) adder_5( .sum(a5_out), .a(d1_sixt_out), .b(d2_sixt_out), .c(d3_sixt_out), .d(d4_sixt_out) );
	dff #(18) dff_eighteen( .out_a(total_tmp), .in_a(a5_out), .clk(clk) );
	assign total_out = total_tmp[17:2];
endmodule
==> flow/run.sh <==
#!/bin/bash
# OpenROAD 26Q1-2900-gdf79404cd8, Yosys 0.63+post, stock flow scripts
make -C /OpenROAD-flow-scripts/flow DESIGN_CONFIG=/design/flow/config.mk WORK_HOME=/design/flow/orfs finish
==> flow/config.mk <==
export PLATFORM = sky130hd
export DESIGN_NAME = total_fir
export DESIGN_NICKNAME = total_fir
export VERILOG_FILES = /design/flow/design.v
export SDC_FILE = /design/flow/constraint.sdc
export NUM_CORES = 4
export LEC_CHECK = 1
export CORE_UTILIZATION = 30
==> flow/constraint.sdc <==
current_design total_fir

set clk_period 10.0
set clk_io_pct 0.2

create_clock -name clk0 -period $clk_period [get_ports {clk}]

set non_clock_inputs [all_inputs -no_clocks]
set_input_delay [expr $clk_period * $clk_io_pct] -clock clk0 $non_clock_inputs
set_output_delay [expr $clk_period * $clk_io_pct] -clock clk0 [all_outputs]
==> ci_impl_report.md <==
### Yosys + OpenROAD results

| Metric | Value |
|---|---|
| Outcome | `completed` |
| Kind of cell adding the most delay to the critical path | `simple AND/OR/NAND/NOR gates` |
| Crit-path max FO | `23` |
| Registers, synthesis | `658` |
| TritonCTS clock tree | `built` |
| Fmax | `~210 MHz` |
| Sequential element share of the synthesized area | `0.3300` |
| Fill cell count | `13,050` |
| Unrepaired setup endpoints after global routing | `no` |
| DP Area | `about 42,000 µm²` |
| Max-cap viol count | `0` |
| Worst setup SP type | `flop` |
| Post-CTS Setup Inserts | `0` |
| # rows | `between 100 and 150` |
| Clock sink count | `between 600 and 700` |
| Core area | `132,000 µm²` |
| Critical Path RT | `around 11,000 ps` |
| Clock H-tree levels | `3` |
| Routed len/inst | `around 15 µm` |
| CTS-repair resized insts | `0` |
| TritonRoute pass-1 iters | `6` |
| Syn Area/Cell | `between 10 and 15 µm²` |
| HPWL Detailed | `between 60 and 70 mm` |
| Clk_skew | `~23 ps` |
| Ys cells | `between 3,000 and 4,000` |
| Area Overhead vs Synth | `11.79%` |
| Total grt overflow | `0` |
| Period utilization | `0.4847` |
| Final WS setup | `between 5000 and 6000 ps` |
| Cell area leaders | `dfxtp_1, ha_1, fa_1, inv_1, xnor2_1` |
| Boundary Pins | `20` |
| CP Cell Sequence | `inv_1 -> ha_1 -> buf_4 -> and4b_1 -> nor4_4 -> and4_1 -> nand3_1 -> and3_1 -> a2111oi_0 -> nand4_1 -> or3_1` |
| Total track usage | `0.1338` |
| Port buffer count | `19` |
| CP arrival | `about 5400 ps` |
| Log Warnings | `around 83` |
| Min-delay worst type | `flop to flop` |
| Ys async rst share | `0.009119` |
| Full die area | `between 100,000 and 150,000 µm²` |
| Routed Antenna Nets | `0` |
| Cell variety after synth | `slightly below 90` |
| Non-Filler Instances | `5,815` |
| Longest Clk Path Bufs | `3` |
| Die height | `about 370 µm` |
| Worst-Skew Late Latency | `640 ps` |
| Final hold viol count | `0` |
| Gpl congestion | `0.9088` |
| Most common reg cell | `dfxtp_1` |
| Clock Tree Root | `clkbuf_16` |
| Slowest cell on crit path | `and4_1` |
| FP Util | `0.3031` |
| Vias | `approximately 26,000` |
| Number of vias per cell | `approximately 4.4` |
| Final Instance Area | `~45,000 µm²` |
| Synthesized area | `around 40,000 µm²` |
| DRT Wirelength | `84.90 mm` |
| Pre-CTS WS | `5237 ps` |
| Iteration-0 DRC Markers | `~1,300` |
| Diode count | `0` |
| CP endpoint kind | `flop` |
| Clock transition at path regs | `about 60 ps` |
| EDFF count, synth | `0` |
| WP buf/inv | `2` |
| Setup violations, final | `0` |
| Inserted Clock Buffers | `around 73` |
| DR DRC count | `0` |
| CTS Hold Bufs | `0` |
| Share of cells above drive strength 1 | `0.05468` |
| Vias in the first global route | `approximately 26,000` |
| Die W | `between 300 and 400 µm` |
| Least-Margin Pin Slew | `between 900 and 1000 ps` |
| Pins Over Slew Limit | `0` |
| Reg-to-reg setup timing slack | `~5200 ps` |
| Top cell area share | `0.3263` |
| Placed insts | `around 5,700` |
| CP Class | `flop to flop` |
| Initial antenna violation count | `0` |
| Slew HR | `0.3687` |
| Yosys stat area | `roughly 40,000 µm²` |
| Final setup TNS | `0 ps` |
| Syn Inst Count | `approximately 3,900` |
| Critical path's largest stage delay | `800 ps` |
| Synth area leader | `dfxtp_1` |
| First-pass GRT wire length | `between 100 and 150 mm` |
| Crit path time final | `4847 ps` |
| Synth Warn # | `7` |
| Pin count of the biggest net entering global routing | `~49` |
[flip-flops by register name (all words and copies together), names as in the netlist, 14 cells and up]
signal	cells
rom_A.a	240
dff_1_sixt.out_a	16
dff_2_sixt.out_a	16
dff_3_sixt.out_a	16
dff_4_sixt.out_a	16
dff_eighteen.out_a	16
dff_11_fort.out_a	14
dff_3_fort.out_a	14
dff_7_fort.out_a	14
[cell families after synthesis]
family / count (synthesis) / share of synthesized area
adder cells (fa/ha/maj): 866 / 0.3232
XOR/XNOR: 257 / 0.05674
multiplexers: 9 / 0.002315
AND-OR/OR-AND: 598 / 0.1013
flip-flops: 658 / 0.3300
AND/OR/NAND/NOR: 874 / 0.1212
buffers and inverters: 679 / 0.06521
[layout make-up]
type,instances,area [µm²],area share
Multi-Input combinational cell,2604,24200,0.5411
Clock inverter,25,235.2,0.005260
Clock buffer,99,2116,0.04731
Inverter,622,2335,0.05221
Sequential cell,658,13200,0.2952
Timing Repair Buffer,52,437.9,0.009792
Tap cell,1755,2196,0.04910
[cell usage after synthesis, types with 10 or more instances]
master     instances
or2_2             46
nand4_1           30
inv_1            622
a21o_1            49
nor2b_1           94
and4_1            13
dfxtp_1          652
and2_1            95
a221oi_1          10
or3_1             14
a211oi_1          16
a2111oi_0         15
fa_1             279
nand2b_1          80
a31oi_1           23
o21a_1            32
o31ai_1           14
nor2_1           163
a22oi_1           31
a21oi_1          164
o21ai_0           74
nand3_1           64
nor3_1            62
clkbuf_1          36
a21boi_0          14
and3_1            26
o21bai_1          50
o211ai_1          18
nand2_1          114
ha_1             587
xor2_1            58
xnor2_1          198
nor4_1            15
[cell usage in the layout, fill, tap and decap left out, drive strengths merged, types with 16 or more instances in the layout]
| cell type | count |
|---|---|
| or2 | 47 |
| a211oi | 17 |
| clkbuf | 99 |
| o21bai | 50 |
| nor2 | 166 |
| and2 | 95 |
| buf | 33 |
| ha | 587 |
| o21ai | 75 |
| nor4 | 18 |
| and3 | 27 |
| a22oi | 31 |
| a21o | 49 |
| nor3 | 63 |
| o21a | 32 |
| a2111oi | 16 |
| dfxtp | 652 |
| inv | 626 |
| a31oi | 23 |
| nor2b | 94 |
| nand3 | 65 |
| nand4 | 30 |
| nand2b | 81 |
| xor2 | 59 |
| clkinv | 17 |
| a21oi | 164 |
| xnor2 | 198 |
| nand2 | 114 |
| clkdlybuf4s50 | 19 |
| fa | 279 |
| o211ai | 18 |
[worst reg2reg max path, delay by kind of cell, from the launching register on]
kind	cells	cell delay, ps
simple gates	7	3470
fa+ha+maj	1	200
flops	1	430
buf+inv	2	290
compound gates	1	360
[layer usage]
metal  track usage  wire length, µm  share of wire  vias to the layer above
li1              -                -              -                    13280
met1        0.1954            40610           0.48                    11970
met2        0.2086            37670           0.44                      449
met3       0.02749             4439          0.052                      126
met4       0.02901             2178          0.026                        0
met5             0                0              0                        -
[final timing paths]
| check | startpoint | to | cells after the start |
|---|---|---|---|
| worst max register to register | In_counter.dout[0] | rom_A.out[7] | 11 |
| min in group asynchronous | rst | In_counter.dout[4] | 1 |
| worst min register to register | rom_A.out[2] | dff_1_eigh.out_a[2] | 0 |
| worst max-delay path | In_counter.dout[0] | rom_A.out[7] | 11 |
| max in group asynchronous | rst | In_counter.dout[1] | 1 |
| worst min-delay path | rom_A.out[2] | dff_1_eigh.out_a[2] | 0 |
[through the flow]
stage,hold WS (ps),utilization
finish,332.5,0.3389
global placement,316.2,0.3211
CTS,331.8,0.3389
detailed placement,317.8,0.3211
floorplan,309.6,-
global route,338.6,0.3389
